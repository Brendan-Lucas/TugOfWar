## design/flow/run.sh

```bash
#!/bin/bash
# OpenROAD 26Q1-2900-gdf79404cd8, Yosys 0.63+post, stock flow scripts
make -C /OpenROAD-flow-scripts/flow DESIGN_CONFIG=/design/flow/config.mk WORK_HOME=/design/flow/orfs finish
```

## design/flow/config.mk

```make
export PLATFORM = sky130hd
export DESIGN_NAME = topClrLed
export DESIGN_NICKNAME = topClrLed
export VERILOG_FILES = /design/flow/design.v
export SDC_FILE = /design/flow/constraint.sdc
export NUM_CORES = 4
export LEC_CHECK = 1
export CORE_AREA = 10 10 83 83
export DIE_AREA = 0 0 93 93
```

## design/flow/constraint.sdc

```tcl
current_design topClrLed

set clk_period 1.9
set clk_io_pct 0.2

create_clock -name clk0 -period $clk_period [get_ports {clk}]

set non_clock_inputs [all_inputs -no_clocks]
set_input_delay [expr $clk_period * $clk_io_pct] -clock clk0 $non_clock_inputs
set_output_delay [expr $clk_period * $clk_io_pct] -clock clk0 [all_outputs]
```

## design/flow/design.v

```verilog
`timescale 1ns / 1ps
module Div256(clk, rst, slowen);
	input rst, clk;
	output wire slowen;
	reg [7:0] count;
	assign slowen =& count;
	always @(posedge clk)
	begin
		if (rst) count <= 0;
		else count<= count +1;
	end
endmodule
`timescale 1ns / 1ps
module LFSR(clk, rst, rout);
	input rst, clk;
	output rout;
	reg [9:0] lfsr;
	always @(posedge clk or posedge rst)
	begin 
		if(rst) lfsr <= 1;
		else
			begin
				lfsr[8:0] <= lfsr[9:1];
				lfsr[9] <= lfsr[0]^lfsr[3];
			end
	end
	assign rout = lfsr[9];
endmodule
`timescale 1ns / 1ps
module MC(clk, rst, winrnd, rout, slowen, clear, leds_on, led_control);
	input clk, rst, winrnd, rout, slowen;
	output reg clear; output reg leds_on;
	output reg [1:0] led_control;
	reg [2:0] nxt_st, state;
	parameter RESET=0, Wait_a=1, Wait_b=2, Dark=3, Play=4, Gloat_a=5, Gloat_b=6;
	always @(rst or slowen or winrnd or rout)
	begin
		nxt_st<=state;
		case(state)
			RESET: if(!rst) nxt_st <= Wait_a; else nxt_st <= RESET;
			Wait_a: if(slowen) nxt_st <= Wait_b; else nxt_st <= Wait_a; 
			Wait_b: if(slowen) nxt_st <= Dark; else nxt_st <= Wait_b;
			Dark: if(winrnd) nxt_st <= Gloat_a;else if(slowen && rout) nxt_st<=Play; else nxt_st <= Dark;
			Play: if(winrnd) nxt_st <= Gloat_a; else nxt_st <= Play;
			Gloat_a: if(slowen) nxt_st <= Gloat_b; else nxt_st <= Gloat_a;
			Gloat_b: if(slowen) nxt_st <= Dark; else nxt_st <= Gloat_b;
			default: nxt_st <= RESET;
		endcase
	end
	always @ (posedge clk or posedge rst)
	begin
		if (rst) state <= RESET;
		else state <= nxt_st;
	end
	always@(state)
	begin
		case(state)
			RESET: 
				begin
					leds_on <= 1; clear <= 1; led_control <= 2'b11;
				end
			Wait_a:
				begin
					leds_on <= 1; clear <= 1; led_control <= 2'b11;
				end
			Wait_b:
				begin
					leds_on <= 1; clear <= 1; led_control <= 2'b11;
				end
			Dark:
				begin
					leds_on <= 0; clear <= 0; led_control <= 2'b00;
				end
			Play:
				begin
					leds_on <= 1; clear <= 0; led_control <= 2'b10;
				end
			Gloat_a: 
				begin
					leds_on <= 1; clear <= 1; led_control <= 2'b10;
				end
			Gloat_b:
				begin
					leds_on <= 1; clear <= 1; led_control <= 2'b10;
				end	
			default: 
				begin
					leds_on <= 1; clear <= 1; led_control <= 2'b11;
				end
		endcase 
	end 
endmodule
`timescale 1ns / 1ps
module topClrLed(rst, clk, winrnd, leds_on, clear, led_control);
	input rst, clk, winrnd;
	output leds_on, clear; 
	output [1:0] led_control;
	wire rout, slowen;
	Div256 topDiv256(.clk(clk), .rst(rst), .slowen(slowen));
	LFSR topLFSR(.clk(clk), .rst(rst), .rout(rout));
	MC topMC(clk, rst, winrnd, rout, slowen, clear, leds_on, led_control);
endmodule
```

==> impl_metrics.json <==
{
  "ff_type": "dfrtp_1",
  "die_w_um": 93,
  "synth.distinct_cells": 26,
  "ant_nets": 0,
  "io_pins": 7,
  "diodes": 0,
  "edf_count": 0,
  "logic_area_um2": 279.0,
  "synth_area_um2": 897.1,
  "core_mm2": 0.005140,
  "hold_class": "flip-flop to flip-flop",
  "log.warning_count": 25,
  "ys_cells": 73,
  "min_period_ps": 1820,
  "wl_per_cell_um": 9.390,
  "chipHeight_um": 93,
  "root_buffer": "clkbuf_8",
  "power_w": 0.0008681,
  "fin_worst_skew_ps": 4.585,
  "yosys_area_um2": 897.1,
  "drt_first_pass_iters": 4,
  "dp_cells": 149,
  "grt_pass1_wl_mm": 2.656,
  "clock_latency_ps": 260,
  "wl_mm": 1.446,
  "rr_worst_depth": 4,
  "overflow": 0,
  "worst_setup_path_start_kind": "flip-flop",
  "r2r_start": "topDiv256.count[0]$_SDFF_PP0_",
  "drive_gt1_share_pct": 16.67,
  "final.setup.tns_ps": 0,
  "setup_viol_count_final": 0,
  "end_kind": "primary output",
  "clockBufferDepth": 2,
  "gp_congestion": 0.7992,
  "r2r_setup_slack_ps": 290,
  "rows": 26,
  "drv_cap": 0,
  "clock-sinks": 25,
  "ys_async_sr_fraction_pct": 68.00,
  "hold_end": "topLFSR.lfsr[1]$_DFF_PP0_",
  "final.period_utilization_pct": 95.78,
  "regArea_um2": 588.1,
  "cts_made_buffers": 3,
  "grt_max_degree": 18,
  "drc": 0,
  "grt_pass1_vias": 571,
  "critical_path.max_fanout": 3,
  "utilization_pct": 21.32,
  "die_area_mm2": 0.008649,
  "powerDensity_mw_per_mm2": 792.0,
  "vias_per_cell": 3.610,
  "grt_usage_pct": 3.665,
  "antenna_found_initial": 0,
  "initial_utilization_pct": 17.45,
  "power_leakage_nw": 0.4618,
  "maxSlewHeadroom_pct": 82.69,
  "tritoncts": "done",
  "finalHoldViolations": 0,
  "critPathRequiredTime_ps": 1520,
  "tightest_slew_ps": 259.7,
  "fill_cells": 566,
  "clk_pin_slew_ps": 80,
  "drt_iter0_drc": 34,
  "yosys_warnings": 3,
  "htree_levels": 1,
  "syn_inst": 73,
  "ys_seq_share_pct": 65.55,
  "hold_depth": 0,
  "fin_cells": 154,
  "avgSynthCellArea_um2": 12.29,
  "io_buffers": 6,
  "irDropWorstVdd_mv": 0.3050,
  "vias": 556,
  "status": "completed",
  "rsz0062_at_grt": "no",
  "worstHoldStart": "topLFSR.lfsr[2]$_DFF_PP0_",
  "dp_hpwl_mm": 1.084,
  "cp.arrival_ps": 1440,
  "max_freq_ghz": 0.5495,
  "slew_violations": 0,
  "critical_path_class": "flip-flop to primary output",
  "ys_seq_elements": 25,
  "syn2layout_area_growth_pct": 22.18
}
[area by class of cell]
type | count | area share, %
repair buffers | 9 | 7.306
well taps | 70 | 7.991
inverters | 4 | 1.370
multi-input cells | 42 | 25.46
flip-flops and latches | 25 | 53.65
clock inverters | 1 | 0.4566
clock buffers | 3 | 3.767
[flip-flops by register name, summed over array words and instances, names as in the netlist, named ones only]
register         count
topMC.state          5
topDiv256.count      8
topLFSR.lfsr        10
[worst max-delay path by stage]
| stage | start | endpoint | slack [ps] | cells after the start |
|---|---|---|---|---|
| CTS | topMC.state[6]$_DFF_PP0_ | clear | 70 | 3 |
| finish | topMC.state[6]$_DFF_PP0_ | clear | 80 | 3 |
| global route | topMC.state[6]$_DFF_PP0_ | clear | 10 | 3 |
[kinds of logic after synthesis]
group,share of synthesized area [%]
flops,65.55
simple gates,14.92
compound gates,7.531
buf+inv,3.346
xor+xnor,3.906
mux,3.347
fa+ha+maj,1.394
[report_power, final]
part	leakage [nW]	total, W	switching [W]	internal (W)
combinational	0.145	0.0000308	0.0000164	0.0000144
sequential	0.291	0.000544	0.00000806	0.000536
clock	0.0255	0.000293	0.000147	0.000146
total	0.462	0.000868	0.000172	0.000696
[routing by layer]
metal | part of all wire [%] | global-route usage (%) | routed length, µm | vias to the layer above
met2 | 42 | 5.315 | 608 | 17
met4 | 0.55 | 0.2571 | 8 | 0
li1 | - | - | - | 271
met3 | 8.6 | 1.939 | 125 | 2
met1 | 49 | 4.972 | 704 | 266
met5 | 0 | 0 | 0 | -
[synthesized netlist by cell type (2+ instances only)]
library cell | number | area (µm²)
o2bb2ai_1 | 2 | 17.52
inv_1 | 4 | 15.01
nand2_1 | 2 | 7.510
dfrtp_1 | 15 | 375.4
mux2_4 | 2 | 30.03
o21ai_0 | 5 | 25.02
nor2b_1 | 2 | 12.51
a21oi_1 | 3 | 15.01
xor2_1 | 3 | 26.28
nor2_1 | 6 | 22.52
nand4_1 | 2 | 12.51
dfxtp_1 | 8 | 160.2
dfstp_2 | 2 | 52.55
or3_1 | 2 | 12.51
nand3_1 | 4 | 20.02
[stage by stage]
step	hold slack [ps]	area, µm²	worst slack, ps
detailed placement	337.9	1045	162.3
finish	347.4	1096	80.15
floorplan	331.2	897.1	421.3
global route	363.2	1096	10.38
CTS	351.8	1096	72.04
global placement	337.1	1045	195.4
[worst max-delay path, cell delays in order (launching register included)]
cell and delay (ps):
dfrtp_1 390, buf_4 140, nor2_1 150, clkdlybuf4s50_1 500
[layout by cell type (no fill, tap or decap), drive strengths merged]
| cell type | n |
|---|---|
| and2 | 1 |
| clkinv | 1 |
| a21oi | 3 |
| o21ai | 5 |
| inv | 4 |
| dfxtp | 8 |
| mux2 | 2 |
| dfrtp | 15 |
| clkbuf | 3 |
| or4 | 1 |
| clkdlybuf4s50 | 4 |
| o2bb2ai | 2 |
| dfstp | 2 |
| nand2 | 2 |
| or3 | 3 |
| ha | 1 |
| xnor2 | 1 |
| or2 | 1 |
| nor2 | 6 |
| buf | 3 |
| dlygate4sd2 | 2 |
| xor2 | 3 |
| nand4 | 3 |
| a22o | 1 |
| nand3 | 4 |
| nor4 | 1 |
| nor2b | 2 |
[repair_timing]
action | 4_1_cts | 5_1_grt
setup endpoints to repair | 1 | 0
buffers inserted | 1 | 0
gates resized | 2 | 0
hold buffers | 0 | 0
Power figures rest on the tool's default switching activity, not on a simulated workload.
