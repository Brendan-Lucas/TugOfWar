==> flow/design.v <==
module clk_div(CLK_I,rst, clk );
input CLK_I,rst;
output reg clk;
parameter sys_clk = 100000000;	 
parameter clk_out = 500;	 
parameter max = sys_clk / (2*clk_out);  
reg [22:0]counter = 0;  
always@(posedge CLK_I or posedge rst) begin
	if(rst)
	begin
	   counter <= 0;
		clk <= 0;
	end
	else if (counter == max-1)
		begin
		counter <= 0;
		clk <= ~clk;
		end
	else
		begin
		counter <= counter + 1'd1;
		end
	end
endmodule
==> flow/run.sh <==
#!/bin/bash
# OpenROAD 26Q1-2900-gdf79404cd8, Yosys 0.63+post, stock flow scripts
make -C /OpenROAD-flow-scripts/flow DESIGN_CONFIG=/design/flow/config.mk WORK_HOME=/design/flow/orfs finish
==> flow/config.mk <==
export PLATFORM = sky130hd
export DESIGN_NAME = clk_div
export DESIGN_NICKNAME = clk_div
export VERILOG_FILES = /design/flow/design.v
export SDC_FILE = /design/flow/constraint.sdc
export NUM_CORES = 4
export LEC_CHECK = 1
export CORE_AREA = 10 10 101 101
export DIE_AREA = 0 0 111 111
==> flow/constraint.sdc <==
current_design clk_div

set clk_period 3.1
set clk_io_pct 0.2

create_clock -name clk0 -period $clk_period [get_ports {CLK_I}]

set non_clock_inputs [all_inputs -no_clocks]
set_input_delay [expr $clk_period * $clk_io_pct] -clock clk0 $non_clock_inputs
set_output_delay [expr $clk_period * $clk_io_pct] -clock clk0 [all_outputs]
==> flow_metrics.env <==
# implementation run metrics
export IMPL_status="finished clean"
export IMPL_regArea_um2=601
export IMPL_drt_iter0_markers=27
export IMPL_grt_first_pass_wirelength_mm=3.64
export IMPL_cellPowerDensity_nw_per_um2=373
export IMPL_worstRegToRegCells=5
export IMPL_vias_per_cell=3.50
export IMPL_min_delay_path_depth=1
export IMPL_rr_startpoint="counter[0]$_DFF_PP0_"
export IMPL_ys_cells=105
export IMPL_vias=752
export IMPL_cpMaxStageDelayCell="clkdlybuf4s50_1"
export IMPL_largest_area_cell="dfrtp_1"
export IMPL_postCtsSetupBuffers=0
export IMPL_pin_count=3
export IMPL_slowest_delay_ps=490
export IMPL_syn_area_um2=1140
export IMPL_holdPathEnd="counter[0]$_DFF_PP0_"
export IMPL_die_area_um2=12300
export IMPL_cp_start_kind="flop"
export IMPL_required_ps=2480
export IMPL_place_ws_ps=1430
export IMPL_cts_clk_slew_worst_paths_ps=80
export IMPL_synth_chip_area_um2=1140
export IMPL_synth_cell_types=24
export IMPL_avgSynthCellArea_um2=10.9
export IMPL_cp_top_family="buffers and inverters"
export IMPL_clock_root_buffer="clkbuf_8"
export IMPL_fp_util_pct=14.0
export IMPL_drv_slew=0
export IMPL_dp_hpwl_mm=1.45
export IMPL_min_from="counter[0]$_DFF_PP0_"
export IMPL_postSynthCellCount=105
export IMPL_port_buffers=2
export IMPL_grt_usage_pct=3.35
export IMPL_ys_flops=24
export IMPL_fin_crit_sh_pct=56.3
export IMPL_cts_buffer_depth=2
export IMPL_setup_violations=0
export IMPL_remaining_drc_errors=0
export IMPL_ys_seq_share_pct=52.7
export IMPL_cts_buffers=3
export IMPL_num_antenna_cells=0
export IMPL_drtAntennaViolNets=0
export IMPL_grt_pass1_vias=771
export IMPL_grt_remaining_overflow=0
export IMPL_synthTopCellsByArea="dfrtp_1, xnor2_1, xor2_1, nand3_1, nor2_1"
export IMPL_tool_warnings=25
export IMPL_fin_tns_setup_ps=0
export IMPL_grt_start_max_net_pins=25
export IMPL_cap_viol_max_count=0
export IMPL_cts_sinks=24
export IMPL_cts_htree_levels=1
export IMPL_synth_top_cell_area_share_pct=52.7
export IMPL_logic_area_um2=527
export IMPL_post_drt_wl_per_cell_um=9.38
export IMPL_yosys_warnings=1
export IMPL_gp_congestion=0.812
export IMPL_p_leak_nw=0.593
export IMPL_path_buffers=1
export IMPL_cts_tree="done"
export IMPL_path_max_fanout=2
export IMPL_antenna_found_initial=0
export IMPL_cp_arrival_ps=1130
export IMPL_crit_chain="clkdlybuf4s50_1"
export IMPL_die_y_um=111
export IMPL_cts_resized=0
export IMPL_path_class="reg2out"
export IMPL_area_growth_pct=17.1
export IMPL_reg2reg_slack_ps=1450
export IMPL_worstMarginPinSlew_ps=430
export IMPL_fp_dieW_um=111
export IMPL_insertion_delay_ps=260
export IMPL_std_cell_rows=33
export IMPL_rsz0062_at_grt="no"
export IMPL_hold_buffers=0
export IMPL_vdd_drop_max_uv=153
export IMPL_wl_mm=2.02
export IMPL_drive_gt1_share_pct=8.18
export IMPL_dr_pass1_iters=4
export IMPL_worstHoldPathType="reg2reg"
export IMPL_fin_ws_ps=1350
export IMPL_crit_path_start="clk$_DFFE_PP0N_"
export IMPL_fmax_mhz=573
export IMPL_timing_rr_end="counter[22]$_DFF_PP0_"
export IMPL_core_um2=8130
export IMPL_finClkSkew_ps=2.25
export IMPL_fin_crit_ps=1750
export IMPL_hold_violations=0
export IMPL_slew_headroom_pct=71.1
export IMPL_cp_end_kind="output port"
export IMPL_fillCellCount=875
## per-stage QoR
step	instances	hold WS [ps]	instance area, µm²	utilization [%]	total power [mW]
after floorplan	105	420	1140	-	0.324
after global placement	212	474	1290	15.9	0.328
after detailed placement	212	475	1290	15.9	0.328
after CTS	215	489	1340	16.4	0.506
after global routing	215	519	1340	16.4	0.523
final	215	487	1340	16.4	0.498
## cell type report
cell class                 count  share of cell area [%]
clock buffer                   3                    3.09
inverter                       2                   0.562
multi-input combinational     78                    39.5
sequential                    24                    45.0
tap                          105                    9.84
timing repair buffer           3                    2.06
## kinds of logic (layout without fill, tap and decap cells)
kind of cell / after synthesis / count (layout) / share of synthesized area [%]
AOI/OAI and AO/OA: 2 / 2 / 0.877
xor gates and xnor gates: 21 / 21 / 16.1
DFF: 24 / 24 / 52.7
and+or+nand+nor: 54 / 54 / 28.1
buffers and inverters: 3 / 8 / 1.10
adders and majority gates: 1 / 1 / 1.10
## cell usage after synthesis
| library cell | count |
|---|---|
| nand4_2 | 1 |
| dfrtp_1 | 24 |
| nand2_1 | 5 |
| nand4_1 | 5 |
| nor3_4 | 1 |
| nor2b_1 | 1 |
| nor4_2 | 1 |
| nor4_1 | 3 |
| nor4b_2 | 1 |
| xor2_1 | 9 |
| nand3_1 | 14 |
| nor2_1 | 11 |
| and4_1 | 1 |
| ha_1 | 1 |
| or3_1 | 1 |
| buf_2 | 1 |
| xnor2_1 | 12 |
| a21oi_1 | 1 |
| nor3b_1 | 1 |
| o21ai_0 | 1 |
| nor3_1 | 1 |
| inv_1 | 2 |
| and3_1 | 6 |
| and4bb_2 | 1 |
## power breakdown
group / switching, mW / internal (mW) / total (mW)
Clock: 0.0902 / 0.0867 / 0.177
Sequential: 0 / 0.313 / 0.313
Combinational: 0.00593 / 0.00202 / 0.00796
Total: 0.0962 / 0.401 / 0.498
## layer usage
metal	vias up	global-route usage, %	share of wire, %
met2	3	5.54	47
met3	2	0.985	2.6
li1	377	-	-
met4	0	0.260	0.84
met1	370	4.37	49
met5	-	0	0
## flip-flops by register name, indices dropped and copies added (netlist names)
register / flops
clk: 1
counter: 23
## layout by cell type (no fill, tap or decap), drive strengths merged
cell type	instances
dfrtp	24
nand3	14
xnor2	12
nor2	11
xor2	9
and3	6
nand4	6
nand2	5
nor4	4
clkbuf	3
inv	2
clkdlybuf4s50	2
nor3	2
and4	1
nor3b	1
nor4b	1
and4bb	1
o21ai	1
or3	1
a21oi	1
nor2b	1
ha	1
buf	1
## worst max-delay path by stage
stage,to,slack [ps],depth (start not counted)
4_1_cts,clk,1320,1
5_1_grt,clk,1280,1
6_report,clk,1350,1
Power figures rest on the tool's default switching activity, not on a simulated workload.
