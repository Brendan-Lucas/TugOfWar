## config.mk

```make
export PLATFORM = sky130hd
export DESIGN_NAME = scorer
export DESIGN_NICKNAME = scorer
export VERILOG_FILES = /design/flow/design.v
export SDC_FILE = /design/flow/constraint.sdc
export NUM_CORES = 4
export LEC_CHECK = 1
export CORE_AREA = 10 10 75 75
export DIE_AREA = 0 0 85 85
```

## constraint.sdc

```tcl
current_design scorer

set clk_period 3.0
set clk_io_pct 0.2

create_clock -name clk0 -period $clk_period [get_ports {clk}]

set non_clock_inputs [all_inputs -no_clocks]
set_input_delay [expr $clk_period * $clk_io_pct] -clock clk0 $non_clock_inputs
set_output_delay [expr $clk_period * $clk_io_pct] -clock clk0 [all_outputs]
```

## design.v

```verilog
module scorer(winrnd, right, FTL_Right, FTL_Left, leds_on, clk, rst, tie, score);
	input clk;		 
	input rst;		 
	input right;		 
	input leds_on;		 
	input winrnd;		 
	input tie;
	input FTL_Right;
	input FTL_Left;
	output [6:0] score; 	 
	reg[6:0] score;
	reg [3:0] state;	 
	reg [3:0] nxtstate;	 
	always @(posedge clk or posedge rst)
   		if (rst) 
			begin 
				state = 10;
			end
			else  state = nxtstate;
    wire mr;            
	assign mr = (right & leds_on) | (~right & ~leds_on);
	always @(state or mr or leds_on or winrnd or rst) 
	begin
	     nxtstate = state;
		  if (tie) 
				nxtstate = state;
        else if(winrnd) 
		  begin
				case(state)
					10:	nxtstate = 5;
					5:	if(mr) nxtstate = 4; else nxtstate = 6;	
					6:	if(mr) nxtstate = 5;  else nxtstate = 7;
					7:	if(mr) nxtstate = 6; else nxtstate = 8;
					8:	if(mr && leds_on && FTL_Left) nxtstate = 6; else if(mr) nxtstate = 7; else nxtstate = 9;
					4:	if(mr) nxtstate = 3; else nxtstate = 5;
					3:	if(mr) nxtstate = 2; else nxtstate = 4;
					2:	if(mr) nxtstate = 1; else if (leds_on && FTL_Right) nxtstate = 4; else nxtstate = 3;
					9:	nxtstate = 9;
					1:	nxtstate = 1;
					default: nxtstate = 0;
				endcase
			end
			else
				if (state == 10)
				begin
					nxtstate = 5;
				end
    end
	always @(state)	
		case(state)
		10: score = 7'b1100011;
		5:	score = 7'b0001000;
		6:	score = 7'b0010000;
		7:	score = 7'b0100000;
		8:	score = 7'b1000000;
		4:	score = 7'b0000100;
		3:	score = 7'b0000010;
		2:	score = 7'b0000001;
		9:	score = 7'b1110000;
		1:	score = 7'b0000111;
		default: score = 7'b1010101;
		endcase
endmodule
```

## run.sh

```bash
#!/bin/bash
# OpenROAD 26Q1-2900-gdf79404cd8, Yosys 0.63+post, stock flow scripts
make -C /OpenROAD-flow-scripts/flow DESIGN_CONFIG=/design/flow/config.mk WORK_HOME=/design/flow/orfs finish
```

==> CHANGELOG.md <==
## Implementation

* Status: finished clean
* Clock buffer depth at 2
* Psw at 298 uW
* Clk pwr share at 15.0%
* Internal Pwr Total at 439 uW
* Routability cong. at 0.859
* Initial antenna violation count at 0
* YS warnings at 1
* Worst Max-Slew Pin Slew at 0.554 ns
* Full die area at 7230 um2
* Sequential share of power at 20.4%
* Cell taking the most area after synthesis: ha_1
* Syn Area/Cell at 7.73 um2
* Clk sink count at 4
* Crit path cell chain: inv_1, ha_1, nor2_1, a21o_1, a2bb2oi_1, clkdlybuf4s50_1
* Gates resized, CTS repair at 0
* Die height at 85 um
* Pwr dens at 928 nW/um2
* Critical Path Sink Type: output port
* Clk slew on worst S/H paths at 0.03 ns
* Area after DPL at 752 um2
* Max-Cap Viols at 0
* Syn Std Cell Area at 572 um2
* Num rows at 23
* Late-Pin Clk Latency at 0.21 ns
* Minimum clock period at 2.52 ns
* Log Warnings at 29
* RSZ-0062 raised after global routing: no
* DR vias/cell at 4.13
* Max layer used: met3
* Syn-to-layout area delta at 38.7%
* # port buffers at 14
* Global-route wire length before repair at 2.71 mm
* Net Sw Frac at 40.4%
* Distinct lib cells used at 38
* Total power at 736 uW
* Post-synth top flop: dfstp_2
* Cell area leaders: ha_1, dfstp_2, dfrtp_1
* Metal2 WL at 717 um
* Final slew viol count at 0
* Comb power frac at 64.7%
* Crit start category: flop
* Max FO, Critical Path at 7
* Met3 WL at 119 um
* Max incr delay on CP at 0.48 ns
* DR vias at 566
* Count of library flops with an enable pin at 0
* Worst R2R Start: state[1]
* H-tree depth at 1
* Placed cell count at 134
* Design area at 793 um2
* Grt ovf at 0
* Max reg flops at 4
* Synth top cell by count: nand2_1
* Min-delay worst type: in2async
* Lkg Pwr at 0.309 nW
* Ys cells at 74
* Antenna cells at 0
* Post-route DRC at 0
* Crit path arrival time at 1.92 ns
* CTS tree: yes
* Dpl hpwl at 1.27 mm
* Antenna Nets Post-Route at 0
* WL final at 1.60 mm
* Flops after synth at 4
* Final Non-Filler Cells at 137
* DRT met1 WL at 765 um
* Max stage delay cell, worst path: clkdlybuf4s50_1
* Cycle use final at 83.9%
* All-Layer GR Usage at 4.38%
* CTS root buf: clkbuf_8
* Worst Skew at 0.000121 ns
* Setup Viol. Count Final at 0
* Critical Setup Path Class: reg2out
* WL/cell at 11.7 um
* Max rail drop VDD at 0.307 mV
* Iteration-0 DRC count of the detailed router at 60
* Seq/Total Area, Yosys at 17.9%
* Worst path required time at 2.40 ns
* Crit path from: state[0]
* Setup Total Neg Slack at 0 ns
* IO Count at 15
* Core area at 4060 um2
* Yosys chip area at 572 um2
* Fraction of layout cells with a size suffix above 1 at 12.6%
* Die Width at 85 um
* Pre-antenna DRT Iters at 5
* R2r setup slk at 1.18 ns
* Max_slew headroom at 63.1%
* Max Fclk at 397 MHz
* Largest net degree at the start of global routing at 18
* Num CTS Buffers at 3
* Hold_buf cts at 0
* Vias in the first global route at 573
* Async S/R FF share, synth at 100%
* Cells after Synth at 74
* Top post-synthesis cells by count: nand2_1, a21oi_1, ha_1, nor2_1, inv_1
* Area share, top type at 13.1%
* Post CTS Setup Buffer Count at 0
* Fin. Hold Viols at 0
* Pre-Place Util at 14.1%
## path summary, 6_finish.rpt
kind / end / cells past startpoint
worst max-delay path: score[4] / 6
worst min-delay path: state[0] / 2
worst max register to register: state[1] / 5
worst min register to register: state[0] / 1
max in group asynchronous: state[1] / 2
min in group clk0: state[0] / 1
## cells in the final DEF, fill, tap and decap left out, drive strengths merged, types with 3 or more instances in the layout
cell	instances
nand3b	3
clkdlybuf4s50	14
a21oi	6
clkbuf	3
nand3	3
nor2	7
nand2	7
inv	6
ha	6
o21ai	3
## worst max-delay path, delay by kind of cell, from the launching register on
kind	cells	cell delay (ns)
AOI/OAI and AO/OA	2	0.32
buffers and inverters	2	0.60
DFF	1	0.42
adders and majority gates	1	0.28
and+or+nand+nor	1	0.08
## metrics by stage
step	util, %	worst slack, ns	hold slack [ns]
2_1_floorplan	-	1.22	0.365
3_3_place_gp	18.5	0.586	0.622
3_5_place_dp	18.5	0.613	0.629
4_1_cts	19.5	0.445	0.562
5_1_grt	19.5	0.315	0.573
6_report	19.5	0.482	0.563
## layout make-up
cell class | count | area [um2]
tap | 50 | 62.6
fill | 447 | 3260
timing repair buffer | 14 | 140
clock buffer | 3 | 41.3
inverter | 6 | 22.5
sequential | 4 | 103
multi-input combinational | 60 | 424
## per-layer routing
metal	track usage, %	vias up
met5	0	-
met4	1.05	0
met3	1.64	0
met2	6.47	23
met1	5.87	243
li1	-	300
## cell families after synthesis
family / Yosys count / synth area share [%]
AND-OR/OR-AND: 26 / 33.3
adder cells (fa/ha/maj): 6 / 13.1
buffers and inverters: 10 / 7.88
flip-flops: 4 / 17.9
multiplexers: 2 / 3.94
AND/OR/NAND/NOR: 26 / 23.9
## power by group through the flow
| stage | Sequential [mW] | Combinational [mW] | Clock [mW] |
|---|---|---|---|
| final | 0.150 | 0.476 | 0.110 |
| after CTS | 0.149 | 0.484 | 0.114 |
| after global routing | 0.159 | 0.538 | 0.120 |
Power figures rest on the tool's default switching activity, not on a simulated workload.
